## /design/flow/run.sh

```bash
#!/bin/bash
# OpenROAD 26Q1-2900-gdf79404cd8, Yosys 0.63+post, stock flow scripts
make -C /OpenROAD-flow-scripts/flow DESIGN_CONFIG=/design/flow/config.mk WORK_HOME=/design/flow/orfs finish
```

## /design/flow/config.mk

```make
export PLATFORM = sky130hd
export DESIGN_NAME = BB
export DESIGN_NICKNAME = BB
export VERILOG_FILES = /design/flow/design.v
export SDC_FILE = /design/flow/constraint.sdc
export NUM_CORES = 4
export LEC_CHECK = 1
export CORE_UTILIZATION = 40
```

## /design/flow/constraint.sdc

```tcl
current_design BB

set clk_period 3.4
set clk_io_pct 0.2

create_clock -name clk0 -period $clk_period [get_ports {clk}]

set non_clock_inputs [all_inputs -no_clocks]
set_input_delay [expr $clk_period * $clk_io_pct] -clock clk0 $non_clock_inputs
set_output_delay [expr $clk_period * $clk_io_pct] -clock clk0 [all_outputs]
```

## /design/flow/design.v

```verilog
module BB(
    input clk,
    input rst_n,
    input in_valid,
    input [1:0] inning,    
    input half,            
    input [2:0] action,    
    output reg out_valid,   
    output reg [7:0] score_A,   
    output reg [7:0] score_B,   
    output reg [1:0] result     
);
parameter IDLE = 1'b1;
parameter PLAY = 1'b0;
parameter BASE_0    = 3'b000;  
parameter BASE_1    = 3'b001;  
parameter BASE_2    = 3'b010;  
parameter BASE_3    = 3'b100;  
parameter BASE_12   = 3'b011; 
parameter BASE_23   = 3'b110; 
parameter BASE_13   = 3'b101; 
parameter BASE_123  = 3'b111;
reg mode_cs, mode_ns;
reg [2:0] base_cs, base_ns;
reg [1:0] outs_cs, outs_ns;
reg [3:0] score_A_cs, score_A_ns;
reg [2:0] score_B_cs, score_B_ns;
reg [2:0] score_temp;
reg switch;
reg out_flag_cs, out_flag_ns;
wire many_outs;
wire zero_outs;
always @(posedge clk or negedge rst_n) begin
    if(!rst_n) begin
        mode_cs     <= IDLE;
        outs_cs     <= 2'd0;
        score_A_cs  <= 4'd0;
        score_B_cs  <= 3'd0;
        out_flag_cs <= 1'b0;
    end
    else begin
        mode_cs     <= mode_ns;
        outs_cs     <= outs_ns;
        score_A_cs  <= score_A_ns;
        score_B_cs  <= score_B_ns;
        out_flag_cs <= out_flag_ns;
    end
end
always @(posedge clk) begin
    base_cs <= base_ns;
end
always @(*) begin
    case (mode_cs)
        IDLE: begin
            if(in_valid) mode_ns = PLAY;
            else         mode_ns = mode_cs;
        end
        PLAY: begin
            if(!in_valid) mode_ns = IDLE;
            else          mode_ns = mode_cs;
        end
    endcase
end
assign many_outs = outs_cs[1];
assign zero_outs = (outs_cs == 0) ? 0 : 1;
always @(*) begin
    base_ns = BASE_0;
    score_temp = 3'd0;
    outs_ns = outs_cs;
    switch = 1'b0;
    if(in_valid) begin
        case ({base_cs, action})
            6'b000000: begin
                base_ns = BASE_1;
            end
            6'b000001: begin
                base_ns = BASE_1;
            end
            6'b000010: begin
                base_ns = BASE_2;
            end
            6'b000011: begin
                base_ns = BASE_3;
            end
            6'b000100: begin
                score_temp = 1;
            end
            6'b000101: begin
                if(many_outs) begin
                    outs_ns = 0;
                    switch = 1;
                end 
                else begin
                    outs_ns = outs_cs + 1;
                    switch = 0;
                end 
            end
            6'b000110: begin
                if(many_outs) begin
                    outs_ns = 0;
                    switch = 1;
                end 
                else begin
                    outs_ns = outs_cs + 1;
                    switch = 0;
                end  
            end
            6'b000111: begin
                if(many_outs) begin
                    outs_ns = 0;
                    switch = 1;
                end 
                else begin
                    outs_ns = outs_cs + 1;
                    switch = 0;
                end  
            end
            6'b001000: begin
                base_ns = BASE_12;
            end
            6'b001001: begin
                if(many_outs) base_ns = BASE_13;
                else          base_ns = BASE_12;
            end
            6'b001010: begin
                if(many_outs) begin
                    base_ns = BASE_2;
                    score_temp = 1;
                end 
                else begin
                    base_ns = BASE_23;
                end
            end
            6'b001011: begin
                base_ns = BASE_3;
                score_temp = 1;
            end
            6'b001100: begin
                score_temp = 2;
            end
            6'b001101: begin
                if(many_outs) begin
                    base_ns = BASE_0;
                    outs_ns = 0;
                    switch = 1;
                end 
                else begin
                    base_ns = BASE_2;
                    outs_ns = outs_cs + 1;
                    switch = 0;
                end 
            end
            6'b001110: begin
                if(zero_outs) begin
                    outs_ns = 0;
                    switch = 1;
                end
                else begin
                    outs_ns = 2;
                    switch = 0;
                end 
            end
            6'b001111: begin
                if(many_outs) begin
                    base_ns = BASE_0;
                    outs_ns = 0;
                    switch = 1;
                end 
                else begin
                    base_ns = BASE_1;
                    outs_ns = outs_cs + 1;
                    switch = 0;
                end 
            end
            6'b010000: begin
                base_ns = BASE_12;
            end
            6'b010001: begin
                if(many_outs) begin
                    base_ns = BASE_1;
                    score_temp = 1;
                end 
                else begin
                    base_ns = BASE_13;
                end
            end
            6'b010010: begin
                base_ns = BASE_2;
                score_temp = 1;
            end
            6'b010011: begin
                base_ns = BASE_3;
                score_temp = 1;
            end
            6'b010100: begin
                score_temp = 2;
            end
            6'b010101: begin
                if(many_outs) begin
                    base_ns = BASE_0;
                    outs_ns = 0;
                    switch = 1;
                end 
                else begin
                    base_ns = BASE_3;
                    outs_ns = outs_cs + 1;
                    switch = 0;
                end 
            end
            6'b010110: begin
                if(many_outs) begin
                    base_ns = BASE_0;
                    outs_ns = 0;
                    switch = 1;
                end 
                else begin
                    base_ns = BASE_3;
                    outs_ns = outs_cs + 1;
                    switch = 0;
                end
            end
            6'b010111: begin
                if(many_outs) begin
                    base_ns = BASE_0;
                    outs_ns = 0;
                    switch = 1;
                end 
                else begin
                    base_ns = BASE_2;
                    outs_ns = outs_cs + 1;
                    switch = 0;
                end 
            end
            6'b011000: begin
                base_ns = BASE_123;
            end
            6'b011001: begin
                if(many_outs) begin
                    base_ns = BASE_13;
                    score_temp = 1;
                end 
                else begin
                    base_ns = BASE_123;
                end
            end
            6'b011010: begin
                if(many_outs) begin
                    base_ns = BASE_2;
                    score_temp = 2;
                end 
                else begin
                    base_ns = BASE_23;
                    score_temp = 1;
                end
            end
            6'b011011: begin
                base_ns = BASE_3;
                score_temp = 2;
            end
            6'b011100: begin
                score_temp = 3;
            end
            6'b011101: begin
                if(many_outs) begin
                    base_ns = BASE_0;
                    outs_ns = 0;
                    switch = 1;
                end 
                else begin
                    base_ns = BASE_23;
                    outs_ns = outs_cs + 1;
                    switch = 0;
                end 
            end
            6'b011110: begin
                if(zero_outs) begin
                    base_ns = BASE_0;
                    outs_ns = 0;
                    switch = 1;
                end
                else begin
                    base_ns = BASE_3;
                    outs_ns = 2;
                    switch = 0;
                end 
            end
            6'b011111: begin
                if(many_outs) begin
                    base_ns = BASE_0;
                    outs_ns = 0;
                    switch = 1;
                end 
                else begin
                    base_ns = BASE_12;
                    outs_ns = outs_cs + 1;
                    switch = 0;
                end 
            end
            6'b100000: begin
                base_ns = BASE_13;
            end
            6'b100001: begin
                base_ns = BASE_1;
                score_temp = 1;
            end
            6'b100010: begin
                base_ns = BASE_2;
                score_temp = 1;
            end
            6'b100011: begin
                base_ns = BASE_3;
                score_temp = 1;
            end
            6'b100100: begin
                score_temp = 2;
            end
            6'b100101: begin
                if(many_outs) begin
                    score_temp = 0;
                    outs_ns = 0;
                    switch = 1;
                end 
                else begin
                    score_temp = 1;
                    outs_ns = outs_cs + 1;
                    switch = 0;
                end 
            end
            6'b100110: begin
                if(many_outs) begin
                    score_temp = 0;
                    outs_ns = 0;
                    switch = 1;
                end 
                else begin
                    score_temp = 1;
                    outs_ns = outs_cs + 1;
                    switch = 0;
                end 
            end
            6'b100111: begin
                if(many_outs) begin
                    score_temp = 0;
                    outs_ns = 0;
                    switch = 1;
                end 
                else begin
                    score_temp = 1;
                    outs_ns = outs_cs + 1;
                    switch = 0;
                end
            end
            6'b101000: begin
                base_ns = BASE_123;
            end
            6'b101001: begin
                if(many_outs) base_ns = BASE_13;
                else          base_ns = BASE_12;
                score_temp = 1;
            end
            6'b101010: begin
                if(many_outs) begin
                    base_ns = BASE_2;
                    score_temp = 2;
                end 
                else begin
                    base_ns = BASE_23;
                    score_temp = 1;
                end
            end
            6'b101011: begin
                base_ns = BASE_3;
                score_temp = 2;
            end
            6'b101100: begin
                score_temp = 3;
            end
            6'b101101: begin
                if(many_outs) begin
                    base_ns = BASE_0;
                    score_temp = 0;
                    outs_ns = 0;
                    switch = 1;
                end 
                else begin
                    base_ns = BASE_2;
                    score_temp = 1;
                    outs_ns = outs_cs + 1;
                    switch = 0;
                end 
            end
            6'b101110: begin
                if(zero_outs) begin
                    score_temp = 0;
                    outs_ns = 0;
                    switch = 1;
                end
                else begin
                    score_temp = 1;
                    outs_ns = 2;
                    switch = 0;
                end 
            end
            6'b101111: begin
                if(many_outs) begin
                    base_ns = BASE_0;
                    score_temp = 0;
                    outs_ns = 0;
                    switch = 1;
                end 
                else begin
                    base_ns = BASE_1;
                    score_temp = 1;
                    outs_ns = outs_cs + 1;
                    switch = 0;
                end 
            end
            6'b110000: begin
                base_ns = BASE_123;
            end
            6'b110001: begin
                if(many_outs) begin
                    base_ns = BASE_1;
                    score_temp = 2;
                end 
                else begin
                    base_ns = BASE_13;
                    score_temp = 1;
                end
            end
            6'b110010: begin
                base_ns = BASE_2;
                                score_temp = 2;
            end
            6'b110011: begin
                base_ns = BASE_3;
                score_temp = 2;
            end
            6'b110100: begin
                score_temp = 3;
            end
            6'b110101: begin
                if(many_outs) begin
                    base_ns = BASE_0;
                    score_temp = 0;
                    outs_ns = 0;
                    switch = 1;
                end 
                else begin
                    base_ns = BASE_3;
                    score_temp = 1;
                    outs_ns = outs_cs + 1;
                    switch = 0;
                end 
            end
            6'b110110: begin
                if(many_outs) begin
                    base_ns = BASE_0;
                    score_temp = 0;
                    outs_ns = 0;
                    switch = 1;
                end 
                else begin
                    base_ns = BASE_3;
                    score_temp = 1;
                    outs_ns = outs_cs + 1;
                    switch = 0;
                end  
            end
            6'b110111: begin
                if(many_outs) begin
                    base_ns = BASE_0;
                    score_temp = 0;
                    outs_ns = 0;
                    switch = 1;
                end 
                else begin
                    base_ns = BASE_2;
                    score_temp = 1;
                    outs_ns = outs_cs + 1;
                    switch = 0;
                end 
            end
            6'b111000: begin
                base_ns = BASE_123;
                score_temp = 1;
            end
            6'b111001: begin
                if(many_outs) begin
                    base_ns = BASE_13;
                    score_temp = 2;
                end 
                else begin
                    base_ns = BASE_123;
                    score_temp = 1;
                end
            end
            6'b111010: begin
                if(many_outs) begin
                    base_ns = BASE_2;
                    score_temp = 3;
                end 
                else begin
                    base_ns = BASE_23;
                    score_temp = 2;
                end
            end
            6'b111011: begin
                base_ns = BASE_3;
                score_temp = 3;
            end
            6'b111100: begin
                score_temp = 4;
            end
            6'b111101: begin
                if(many_outs) begin
                    base_ns = BASE_0;
                    score_temp = 0;
                    outs_ns = 0;
                    switch = 1;
                end 
                else begin
                    base_ns = BASE_23;
                    score_temp = 1;
                    outs_ns = outs_cs + 1;
                    switch = 0;
                end 
            end
            6'b111110: begin
                if(zero_outs) begin
                    outs_ns = 0;
                    switch = 1;
                end                
                else begin
                    base_ns = BASE_3;
                    score_temp = 1;
                    outs_ns = 2;
                    switch = 0;
                end 
            end
            6'b111111: begin
                if(many_outs) begin
                    base_ns = BASE_0;
                    score_temp = 0;
                    outs_ns = 0;
                    switch = 1;
                end 
                else begin
                    base_ns = BASE_12;
                    score_temp = 1;
                    outs_ns = outs_cs + 1;
                    switch = 0;
                end 
            end
        endcase
    end
    else begin
        base_ns = BASE_0;
        score_temp = 0;
        outs_ns = 0;
        switch = 0;
    end
end
always @(*) begin
    case (mode_cs)
        IDLE: begin
            if(out_flag_cs) begin
                score_A_ns = 0;
                score_B_ns = 0;
            end
            else begin
                score_A_ns = score_temp;
                score_B_ns = 0;
            end
        end
        PLAY: begin
            if(out_flag_cs) begin
                score_A_ns = score_A_cs;
                score_B_ns = score_B_cs;
            end
            else begin
                if (half) begin
                    score_A_ns = score_A_cs;
                    score_B_ns = score_B_cs + score_temp;
                end
                else begin
                    score_A_ns = score_A_cs + score_temp;
                    score_B_ns = score_B_cs;
                end
            end
        end
    endcase
end
assign score_A = score_A_cs;
assign score_B = score_B_cs;
always @(*) begin
    case (mode_cs)
        IDLE: begin
            if(out_flag_cs) out_flag_ns = 0;
            else            out_flag_ns = out_flag_cs;
        end
        PLAY: begin
            if(!in_valid) out_flag_ns = 1;
            else if((inning == 2'd3) & (!half) & (switch == 1'b1) & (score_A_cs < score_B_cs)) out_flag_ns = 1;
            else out_flag_ns = out_flag_cs;
        end
    endcase
end
always @(*) begin
    case (mode_cs)
        IDLE: begin
            if(out_flag_cs) out_valid = 1;
            else            out_valid = 0;
        end
        PLAY: out_valid = 1'b0;
    endcase
end
always @(*) begin
    case (mode_cs)
        IDLE: begin
            if(out_flag_cs) begin
                if(score_A_cs > score_B_cs) result = 2'd0;
                else if(score_A_cs < score_B_cs) result = 2'd1;
                else result = 2'd2;
            end
            else result = 2'd0;
        end
        PLAY: result = 2'd0;
    endcase    
end
endmodule
```

==> Changelog: implementation <==
### Physical design

* Slew Viols, Final at 0
* CTS Sinks at 14
* Max cap viols at 0
* Netlist cell types at 60
* Reg2reg setup slack at 0.48 ns
* Final HPWL DP at 2.579 mm
* DIE WIDTH at 62.19 um
* GRT Overall Usage at 18.33%
* Crit Path Class: input port to register
* Commonest flop: dfrtp_1
* Clk root buf: clkbuf_4
* Drt wl/cell at 13.29 um
* Via/cell ratio at 5.452
* RSZ-0062 raised after global routing: no
* Leakage at 0.7301 nW
* Synth Instances at 177
* CP arrival at 3.39 ns
* Antenna Violating Nets Remaining at 0
* Outcome: finished, final reports clean
* Tool Warnings at 25
* Worst-margin pin slew at 0.5054 ns
* Initial antenna violation count at 0
* Placement Rows at 21
* RePlAce Congestion at 0.9928
* Internal Pwr Total at 278.4 uW
* Placed Instances at 244
* Global-route wire length before repair at 5.713 mm
* Core ar. at 3416 um^2
* Relative slew slack at 66.20%
* Hold Crit Class: register to register
* # Cells Yosys at 177
* Placed inst area at 1699 um^2
* Vias at 1352
* Finished Layout Cells at 248
* Max FO, Critical Path at 9
* Power share of the clock group at 25.1%
* Worst setup path endpoint: score_B_cs[2]
* Final setup fails at 0
* Power per cell area at 227.7 nW/um^2
* Setup tns final at 0 ns
* GRT overflow at 0
* Number of flops mapped to enable cells by yosys at 0
* Combinational Power Share at 28.3%
* Worst reg2reg path depth at 12
* Design area at 1783 um^2
* Chip Height at 62.19 um
* Clock Path Buffers at 2
* Count leader, synth: nor2_1
* I/O pins at 28
* Critical Path RT at 3.57 ns
* Final core occ at 52.20%
* Post-Syn Area at 1449 um^2
* Cts hold-fix bufs at 0
* Net switching fraction of the power at 31.41%
* Drt total wl at 3.297 mm
* Antenna diode count at 0
* Register share of total power at 46.6%
* Final Hold Viols at 0
* Reg2reg start: base_cs[0]
* Synth async-reset ratio at 78.57%
* Clock skew at 0.0006371 ns
* Drc violations at 0
* Reg2reg end: score_B_cs[2]
* YS warnings at 3
* Largest net degree at the start of global routing at 17
* Kind of end point of the critical path: register
* IO buf count at 18
* Die area at 3867 um^2
* Clk ins delay skew pair at 0.28 ns
* Final worst path period need at 3.217 ns
* Top-area cell share at 17.27%
* Initial DRC count at 50
* Synth Area per Inst at 8.186 um^2
* Peak supply drop at 0.00008631 V
* CTS Buf Count at 3
* Final hold slack at 0.5942 ns
* Vias in the first global route at 1221
* Synth top cells by count: nor2_1, inv_1, nor2b_1, dfrtp_1, buf_4
* Tcrit/Tclk final at 94.62%
* Starting density of the core at 42.42%
* Clock slew at reported path FFs at 0.09 ns
* Net Sw Power at 127.5 uW
* Synthesized flop and latch total at 14
* FMAX at 0.3108 GHz
* Post-synth seq share at 23.23%
* Share of cells above drive strength 1 at 16.34%
* Cell area leaders: dfrtp_1, ha_1, nor2b_1
* Maximum level of the CTS H-tree at 1
* Critical Path Start Type: input port
* CTS tree: done
* CP startpoint: action[2]
* Area grow syn2layout at 23.06%
* Yosys top cell by area: dfrtp_1
* Yosys chip area at 1449 um^2
* Pre-antenna DRT Iters at 4
cell type report:
class                      instances  area [um^2]
multi-input combinational        137         1008
sequential                        14        336.6
tap                               46        57.56
inverter                          13        48.80
timing repair buffer              34        305.3
fill                             332         1633
clock buffer                       4        26.28
sequential cells by signal (all words and copies together), names as in the netlist:
signal	flops
mode_cs	1
score_A_cs	4
score_B_cs	3
out_flag_cs	1
base_cs	3
outs_cs	2
kinds of logic after synthesis:
family	share of synthesized area (%)
mux	2.850
flops	23.23
compound gates	22.28
fa+ha+maj	9.499
other cells	0.2588
xor+xnor	4.318
simple gates	24.70
buf+inv	12.87
worst max-delay path, stage by stage:
cell	delay, ns
clkdlybuf4s50_1	0.46
buf_4	0.20
nor4bb_2	0.29
a41oi_1	0.09
a21oi_1	0.19
nor3_1	0.07
o21ai_1	0.19
ha_2	0.19
inv_1	0.05
fa_2	0.35
or3_4	0.39
nand3_2	0.08
xnor2_1	0.11
nor2_1	0.05
power groups by stage:
stage         sequential (mW)  combinational (mW)  clock, mW
CTS                     0.188               0.113      0.105
global route            0.191               0.128      0.118
finish                  0.189               0.115      0.102
layout by cell type, fill, tap and decap left out, types with 2 or more instances in the layout:
master           count
xnor2_1              2
nor2b_1             11
o21ai_1              4
nor3_1               4
ha_1                 5
a31oi_1              3
xor2_1               2
fa_2                 2
a22oi_1              2
a211oi_1             2
conb_1               9
buf_4               16
dlymetal6s2s_1       2
mux2i_1              3
dfxtp_1              3
dfrtp_1             10
clkbuf_4             3
a41oi_1              2
nand2_1              8
a21oi_1              8
nor3b_1              2
nand3_1              2
o21ai_0              5
o22ai_1              3
clkdlybuf4s50_1     16
nand3b_1             2
o211ai_1             3
nor2_1              18
inv_1               13
nand2b_1             2
stage by stage:
stage / setup slack, ns / power [mW]
floorplan: 0.3090 / 0.2631
global placement: -0.1350 / 0.3020
detailed placement: -0.1742 / 0.3034
CTS: 0.1213 / 0.4061
global route: 0.01553 / 0.4373
finish: 0.1829 / 0.4059
timing repair:
action,CTS,global route
resized,0,12
setup buffers,0,0
setup endpoints to repair,0,2
routing by layer:
layer	vias up	part of all wire, %	GRT usage [%]
met1	628	48	28.04
met3	0	5.6	2.985
li1	675	-	-
met2	49	46	28.57
met4	0	0	2.326
met5	-	0	0
how the worst min path moves through the flow:
stage	from	end	slack (ns)	cells after the start
final	score_B_cs[1]	score_B_cs[1]	0.59	2
after CTS	out_flag_cs	score_A_cs[2]	0.59	1
after global routing	mode_cs	score_B_cs[2]	0.62	1
Power is estimated from default activity; no workload was simulated.
